==> ./config.mk <==
export PLATFORM = sky130hd
export DESIGN_NAME = eight_bit_adder
export DESIGN_NICKNAME = eight_bit_adder
export VERILOG_FILES = /design/flow/design.v
export SDC_FILE = /design/flow/constraint.sdc
export NUM_CORES = 4
export LEC_CHECK = 1
export CORE_AREA = 10 10 70 70
export DIE_AREA = 0 0 80 80
==> ./constraint.sdc <==
current_design eight_bit_adder

set clk_period 3.1
set clk_io_pct 0.2

create_clock -name clk0 -period $clk_period

set non_clock_inputs [all_inputs -no_clocks]
set_input_delay [expr $clk_period * $clk_io_pct] -clock clk0 $non_clock_inputs
set_output_delay [expr $clk_period * $clk_io_pct] -clock clk0 [all_outputs]
==> ./design.v <==
interface memory_if();
    logic wen, ren;
    logic ready;
    logic [7:0] addr, rdata, wdata;
    modport request(
        input ready, rdata,
        output wen, ren, addr, wdata
    );
    modport response(
        input wen, ren, addr, wdata,
        output ready, rdata
    );
endinterface
module eight_bit_adder(
    input logic [7:0] a,
    input logic [7:0] b,
    output logic [8:0] c
);
    logic [6:0] carries;
genvar i; 
generate 
	for (i = 0; i < 8; i++) begin 
	if (i == 0) begin 
	full_adder u1 (.a(a[i]), .b(b[i]), .cin(1'b0), .s(c[i]), .cout(carries[i])); 
	end 
	else if (i < 7) begin 
	full_adder u2 (.a(a[i]), .b(b[i]), .cin(carries[i-1]), .s(c[i]), .cout(carries[i]));
	end 
	else begin 
	full_adder u3 (.a(a[i]), .b(b[i]), .cin(carries[i-1]), .s(c[i]), .cout(c[8]));
	end
	end
endgenerate
endmodule
module full_adder(
    input logic a,
    input logic b,
    input logic cin,
    output logic s,
    output logic cout
);
    assign s = a ^ b ^ cin;
    assign cout = (a & b) | (b & cin) | (a & cin);
endmodule
==> ./run.sh <==
#!/bin/bash
# OpenROAD 26Q1-2900-gdf79404cd8, Yosys 0.63+post, stock flow scripts
make -C /OpenROAD-flow-scripts/flow DESIGN_CONFIG=/design/flow/config.mk WORK_HOME=/design/flow/orfs finish
==> flow_summary.yaml <==
# synthesis and place-and-route metrics
outcome:
  status: "complete, but fails checks"
  violations: "setup timing"
final_layout:
  syn_to_final_growth_pct: 101
  drive_gt1_frac: 0.474
  final_util: 0.141
  final_cells: 84
  mostFrequentLayoutCells: "15 x clkdlybuf4s50_1, 7 x fa_2, 6 x buf_2"
  clockBufferCount: 0
  final_common_cell: "clkdlybuf4s50_1"
  seq_cells: 0
  ff_latch_area_sq_um: 0
  finalInstanceArea_sq_um: 480
flow_run:
  openroad.warnings: 35
  drv_cap: 0
floorplanning:
  initial_utilization: 0.0700
  boundaryPins: 25
  core_sq_um: 3420
  rows: 21
  die_area_sq_um: 6400
  die_w_microns: 80
  dieHeight_microns: 80
placement:
  numPortBuffers: 25
  place_congestion: 0.824
  dp_cells: 84
  dp_hpwl_microns: 716
  post_dp_cell_area_sq_um: 509
timing:
  rsz0062_at_grt: "true"
  worst_slack_ns: -1.04
  setup_viol: 5
  max_freq_ghz: 0.241
  period_used_share: 1.34
  worstMarginPinSlew_ns: 0.115
  slew_headroom: 0.923
  hold_viol_final: 0
  slew_viol_final: 0
  period_minus_slack_ns: 4.14
yosys:
  synth_area_sq_um: 239
  yosysWarnings: 0
  ys_types: 4
  synth_area_per_cell_sq_um: 10.9
  netlist_instances: 22
  ys_seq_frac: 0
  ys_area_sq_um: 239
  ys_cells: 22
route:
  wl_met1_microns: 383
  highest_layer: "met3"
  ant_nets: 0
  wl_met3_microns: 143
  wl_microns: 713
  vias: 190
  wl_per_cell_microns: 8.49
  met2WireLength_microns: 186
  insertedDiodeCount: 0
  drtPass1Iterations: 2
  vias_per_cell: 2.26
  drcViolationCount: 0
  drtIter0Drc: 2
setup_path:
  criticalPathCategory: "in -> out"
  cpPeakStageDelay_ns: 0.42
  worst_path_max_delay_cell: "fa_2"
  end_kind: "primary output"
  crit_arrival_ns: 3.52
  cp.required_ns: 2.48
  crit_path_frequent_cell: "fa_2"
  path_buffers: 4
  cp-start-kind: "primary input"
  crit_chain: "buf_6, ha_4, fa_2, fa_2, fa_2, fa_2, fa_2, fa_2, inv_2, fa_2, inv_2, buf_2"
  cp_max_fo: 1
  cpLargestDelayFamily: "adder cells"
power_and_ir_drop:
  intPower_mw: 0.0487
  combPwrFrac: 1.000
  irDropWorstVdd_mv: 0.0484
  seqPwrFrac: 0
  power.total_mw: 0.0707
  power_density_nw_per_um2: 147
  leakagePower_nw: 0.183
  swShare: 0.312
  netSwitchingPower_mw: 0.0220
  power_frac_clock: 0
worst_hold_path:
  min_path_type: "in -> out"
global_route:
  antenna_found_initial: 0
  grt_pass1_vias: 215
  grt-ovfl-total: 0
  grt_max_degree: 2
  grt_usage: 0.0202
  grt_pass1_wl_microns: 1040
clocking:
  cts_hold_buf: 0
  post-cts-setup-buffers: 0
repair_timing:
| item | CTS | global route |
|---|---|---|
| setup endpoints to repair | 7 | 5 |
| pin swaps | 8 | 8 |
| gates resized | 31 | 3 |
final timing paths:
kind	startpoint	endpoint	slack [ns]	cells past startpoint
setup / recovery	a[0]	c[7]	-1.04	12
hold / removal	b[0]	c[0]	1.87	3
routing by layer:
metal | track usage | up-vias
met5 | 0 | -
met4 | 0 | 0
met3 | 0.0125 | 0
met2 | 0.0217 | 24
met1 | 0.0330 | 81
li1 | - | 85
layout make-up:
| cell class | count | area (sq um) |
|---|---|---|
| fill | 387 | 2940 |
| inverter | 5 | 18.8 |
| multi-input combinational | 8 | 183 |
| timing repair buffer | 25 | 221 |
| tap | 46 | 57.6 |
power groups by stage:
stage | clock network [mW] | registers, mW | logic, mW
CTS | 0 | 0 | 0.0743
finish | 0 | 0 | 0.0707
global route | 0 | 0 | 0.0819
kinds of logic (layout without fill, tap and decap cells):
group / after synthesis / in the layout / share of synthesized area
buffers and inverters: 14 / 30 / 0.361
adder cells (fa/ha/maj): 8 / 8 / 0.639
synth_stat cells, drive strengths merged:
master  instances  share of area
fa              7           0.59
buf             9           0.28
inv             5          0.079
ha              1          0.052
through the flow:
step / setup WS (ns) / TNS [ns] / hold slack, ns
2_1_floorplan: -0.895 / -2.33 / 1.41
3_3_place_gp: -1.82 / -7.19 / 2.30
3_5_place_dp: -1.82 / -7.25 / 2.30
4_1_cts: -1.24 / -3.74 / 1.88
5_1_grt: -1.15 / -3.25 / 1.88
6_report: -1.04 / -2.91 / 1.87
Power and IR drop assume default switching activity.
